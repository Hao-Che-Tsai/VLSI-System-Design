`run.sh`:
```
#!/bin/bash
# OpenROAD 26Q1-2900-gdf79404cd8, Yosys 0.63+post, stock flow scripts
make -C /OpenROAD-flow-scripts/flow DESIGN_CONFIG=/design/flow/config.mk WORK_HOME=/design/flow/orfs finish
```
`config.mk`:
```
export PLATFORM = sky130hd
export DESIGN_NAME = alu
export DESIGN_NICKNAME = alu
export VERILOG_FILES = /design/flow/design.v
export SDC_FILE = /design/flow/constraint.sdc
export NUM_CORES = 4
export LEC_CHECK = 1
export CORE_AREA = 10 10 109 109
export DIE_AREA = 0 0 119 119
```
`constraint.sdc`:
```
current_design alu

set clk_period 6.2
set clk_io_pct 0.2

create_clock -name clk0 -period $clk_period

set non_clock_inputs [all_inputs -no_clocks]
set_input_delay [expr $clk_period * $clk_io_pct] -clock clk0 $non_clock_inputs
set_output_delay [expr $clk_period * $clk_io_pct] -clock clk0 [all_outputs]
```
`design.v`:
```
module alu(
	input [7:0] in_a,
	input [7:0] in_b,
	input [3:0] opcode,
	output reg [7:0] alu_out,
	output reg alu_zero,  
	output reg alu_carry  
);
parameter c_add = 4'h1;
parameter c_sub = 4'h2;
parameter c_inc = 4'h3;
parameter c_dec = 4'h4;
parameter c_or  = 4'h5;
parameter c_and = 4'h6;
parameter c_xor = 4'h7;
parameter c_shr = 4'h8;
parameter c_shl = 4'h9;
parameter c_onescomp = 4'ha;
parameter c_twoscomp = 4'hb;
always_comb begin
	unique case (opcode)
	c_add: begin 
{alu_carry, alu_out} = in_a + in_b;
alu_zero=!(alu_out);
end
      	c_sub: begin
{alu_carry, alu_out} = in_a - in_b;	
alu_zero=!(alu_out);
end
      	c_inc: begin
{alu_carry, alu_out} = in_a + 1;	
alu_zero=!(alu_out);
end		
      	c_dec: begin
{alu_carry, alu_out} = in_a - 1;		
alu_zero=!(alu_out);
end	
      	c_or:  begin
{alu_carry, alu_out} = in_a | in_b;
alu_zero=!(alu_out);
end
      	c_and: begin 
{alu_carry, alu_out} = in_a & in_b;
alu_zero=!(alu_out);
end
      	c_xor: begin
{alu_carry, alu_out} = in_a ^ in_b;
alu_zero=!(alu_out);
end
      	c_shr: begin
{alu_carry, alu_out} = in_a >> 1;
alu_zero=!(alu_out);
end
      	c_shl: begin 
{alu_carry, alu_out} = in_a << 1;
alu_zero=!(alu_out);
end
      	c_onescomp: begin
{alu_carry, alu_out} = {1'b0, ~in_a};
alu_zero=!(alu_out);
end
      	c_twoscomp: begin
{alu_carry, alu_out} = ~in_a+ 1'b1;
alu_zero=!(alu_out);
end
       default: begin
	alu_out = 8'b0;
	alu_carry = 1'b0;
alu_zero = 1'b0;
	end
  endcase
end
endmodule
```
==> Changelog: implementation <==
### Changed

- Status: finished, final reports clean
- FP Util: 0.218
- Port Buffer Count: 30
- Post-Syn Area: 2110 um2
- Total tool warning count: 52
- DP Area: 2560 um2
- Via Count: 2441
- Mean Syn Cell Area: 7.11 um2
- Drt pass-1 iters: 5
- Setup TNS: 0 ps
- Setup Buffers After CTS: 0
- Rel. slew slack: 0.517
- Cell area leaders: ha_1, xnor2_1, mux2i_1, inv_1, nand2_1
- Top cell area share: 0.172
- Crit-path slowest cell: clkdlybuf4s50_1
- Clock buffers: 0
- Leak Pwr: 0.967 nW
- Final routed DRC violation total: 0
- Most frequent CP cell: clkdlybuf4s50_1
- Crit end category: primary output
- WP buf/inv: 3
- CP Launch Type: input port
- Cell variety after synth: 59
- Largest net degree at the start of global routing: 19
- Ports: 30
- Worst-path maximum fanout: 10
- Die Size: 14200 um2
- Routed vias/inst: 5.41
- Final Wtd Congestion: 0.999
- Seq. cell area: 0 um2
- Mapped Cells: 296
- YS chip area: 2110 um2
- Seq_cells: 0
- Die width: 119 um
- Top-count cell post-synth: ha_1
- Max Slew Vio Count: 0
- Fmax: 175 MHz
- Final hold violation count: 0
- Cell area after layout: 2560 um2
- Tmin final: 5720 ps
- Overall Global Routing Usage: 0.109
- Synthesis-to-layout area growth: 21.7%
- Hold Buf Count CTS: 0
- Die Ht: 119 um
- # setup viols final: 0
- Resized Gates After CTS: 0
- Max IR drop VDD: 0.0237 mV
- RSZ-0062 raised after global routing: false
- Global-route wire length before repair: 12.9 mm
- # rows: 36
- Ys cells: 296
- Overall power: 0.196 mW
- Critical path's top delay family: buffers and inverters
- WL per Instance: 17.3 um
- Post-DP HPWL: 6.28 mm
- Number of global-route vias before repair: 2317
- Crit-path max cell delay: 770 ps
- Critical Path RT: 4960 ps
- Initial antenna violation count: 0
- Pwr Density: 76.4 nW/um2
- Fin crit share: 0.922
- Yosys top cell by area: ha_1
- CORE AREA: 9640 um2
- HP Class: input port to primary output
- Antenna diodes: 0
- Critical-path cell list: clkdlybuf4s50_1, clkinv_1, ha_1, a32o_1, a221o_1, a211oi_1, o221ai_1, clkdlybuf4s50_1
- Slew @ Worst Pin: 722 ps
- Final core utilization: 0.266
- Layout cells sized above 1: 0.0597
- Critical path class: input port to primary output
- CP arrival: 4480 ps
- Synth warnings: 1
- List of most frequent post-synthesis cells: ha_1, inv_1, nand2_1, xnor2_1, nor2_1
- Post-Route WL: 7.81 mm
- Seq share, synth: 0
- DRT antenna net count: 0
- Max-cap violations: 0
- Iteration-0 DRC Markers: 209
- GR Overflow Total: 0
## worst min-delay path, cell delays in order
cell and delay [ps]:
clkdlybuf4s50_1 560, nand2_1 130, o2111ai_1 140, clkdlybuf4s50_1 430
## per-stage QoR
step           hold WS [ps]  setup slack [ps]  std cells
2_1_floorplan          2550              1980        296
3_3_place_gp           3750               639        451
3_5_place_dp           3750               582        451
4_1_cts                3750               578        451
5_1_grt                3800               399        451
6_report               3740               483        451
## cell type report
class / count / area, um2
fillers: 1093 / 7080
inverters: 24 / 90.1
multi-input cells: 254 / 1930
well taps: 133 / 166
repair buffers: 40 / 375
## final timing paths
path | from | to | slack (ps) | cells past startpoint
worst min-delay path | in_a[7] | alu_carry | 3740 | 4
worst max-delay path | in_a[6] | alu_out[6] | 480 | 8
## where the power goes
part	total (mW)	switching [mW]	internal, mW
sequential	0	0	0
combinational	0.196	0.109	0.0868
clock	0	0	0
## cells in the final DEF (no fill, tap or decap), types with 2 or more instances in the layout
cell,netlist,routed
mux2_2,3,3
nor2b_1,4,4
xnor2_1,19,19
o2111ai_1,4,4
nand4_1,6,6
nor4_1,12,12
o21a_1,4,4
and2_1,2,2
o211ai_1,3,3
or2_2,2,2
o32ai_1,4,4
clkdlybuf4s50_1,0,30
nor3_1,12,12
a21o_1,3,3
o21bai_1,3,3
a22oi_1,3,3
o221ai_1,6,6
o22ai_1,2,2
nand2_1,22,22
inv_1,22,22
clkinv_1,2,2
a211oi_1,6,6
nor2_1,16,16
ha_1,29,29
nand3b_1,4,4
nand3_1,7,7
mux2i_1,9,9
a211o_1,2,2
xor2_1,5,5
o31ai_1,4,4
buf_4,0,10
a21oi_1,9,9
a32oi_1,6,6
o32a_1,2,2
o21ai_0,12,12
a31oi_1,4,4
fa_1,2,2
nand2b_1,4,4
## per-layer routing
layer,up-vias,GRT usage,wire length [um]
met5,-,0,0
met4,0,0.00687,45
met3,4,0.0129,534
met2,116,0.184,3710
met1,1145,0.151,3520
li1,1176,-,-
## cells by family (layout without fill, tap and decap cells)
logic type      after synthesis  after routing  synth area share
mux                          12             12            0.0588
fa+ha+maj                    31             31             0.191
buf+inv                      42             64            0.0826
compound gates               86             86             0.301
xor+xnor                     24             24            0.0998
simple gates                101            101             0.267
Power is estimated from default activity; no workload was simulated.
