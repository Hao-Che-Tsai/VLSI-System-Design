**flow/run.sh**
```bash
#!/bin/bash
# OpenROAD 26Q1-2900-gdf79404cd8, Yosys 0.63+post, stock flow scripts
make -C /OpenROAD-flow-scripts/flow DESIGN_CONFIG=/design/flow/config.mk WORK_HOME=/design/flow/orfs finish
```
**flow/constraint.sdc**
```tcl
current_design gcd

set clk_period 13.4
set clk_io_pct 0.2

create_clock -name clk0 -period $clk_period [get_ports {clk}]

set non_clock_inputs [all_inputs -no_clocks]
set_input_delay [expr $clk_period * $clk_io_pct] -clock clk0 $non_clock_inputs
set_output_delay [expr $clk_period * $clk_io_pct] -clock clk0 [all_outputs]
```
**flow/design.v**
```verilog
	module gcd(	input [31:0] a_in,           
			input [31:0] b_in,           
			input start,                 
			input reset_n,               
			input clk,                   
			output reg [31:0] result,   
			output reg done);           
	logic			registers_equal		;
	logic			register_a_smaller	;
	logic			swap_registers		;
	logic			subtract_registers	;
	logic			done_flag			;
	logic	[31:0]	register_b			;
	always_ff @(posedge clk, negedge reset_n) begin
		if (~reset_n)					register_b <= 0;
		else if (start)					register_b <= b_in;
		else if (swap_registers)		register_b <= result;
	end
	always_ff @(posedge clk, negedge reset_n) begin
		if (~reset_n)					result <= 0;
		else if (start)					result <= a_in;
		else if (swap_registers)		result <= register_b;
		else if (subtract_registers)	result <= result - register_b;
	end
	always_ff @(posedge clk, negedge reset_n) begin
		if (~reset_n)					done <= 0;
		else if (done_flag)				done <= 1;
		else							done <= 0;
	end
	assign registers_equal		= (result == register_b);
	assign register_a_smaller	= (result < register_b);
	gcd_ctrl gcd_ctrl_0(
		.start					,
		.reset_n				,
		.clk					,
		.registers_equal		,
		.register_a_smaller		,
		.swap_registers			,
		.subtract_registers		,
		.done_flag				);
endmodule
module gcd_ctrl
	(input start				,
	input reset_n				,
	input clk					,
	input registers_equal		,
	input register_a_smaller	,
	output swap_registers		,
	output subtract_registers	,
	output done_flag			);
	enum logic [1:0] {
		TEST = 2'h0,
		SWAP = 2'h1,
		SUBT = 2'h2,
		DONE = 2'h3
	} ps, ns;
	always_ff @(posedge clk, negedge reset_n) begin
		if (~reset_n)			ps <= DONE;
		else					ps <= ns;
	end
	always_comb
		case (ps)
			DONE:	if (start)						ns = TEST;
					else							ns = DONE;
			TEST:	if (registers_equal)			ns = DONE;
					else if (register_a_smaller)	ns = SWAP;
					else 							ns = SUBT;
			SWAP:									ns = SUBT;
			SUBT:									ns = TEST;
		endcase
	assign swap_registers		= (ns == SWAP);
	assign subtract_registers	= (ns == SUBT);
	assign done_flag			= (ns == DONE && ps == TEST);
endmodule
```
**flow/config.mk**
```make
export PLATFORM = sky130hd
export DESIGN_NAME = gcd
export DESIGN_NICKNAME = gcd
export VERILOG_FILES = /design/flow/design.v
export SDC_FILE = /design/flow/constraint.sdc
export NUM_CORES = 4
export LEC_CHECK = 1
export CORE_UTILIZATION = 40
```
==> reports/metrics.yaml <==
status: "finished, final reports clean"
regToRegStartpoint: "result[2]"
top_area_cell: "dfrtp_1"
synth_cell_types: 62
clock.fmax_ghz: 0.191
grt_pass1_vias: 4735
post-cts-setup-buffer-count: 0
whs_ns: 0.436
path_clk_slew_ns: 0.06
seq_area_mm2: 0.00173
avgSynthCellArea_um2: 7.77
worstMarginPinSlew_ns: 0.753
setup_violations: 0
cap_viol_max_count: 0
ys_sh_adder_pct: 8.07
tool_warnings: 25
synth.yosys.seq_area_share_pct: 33.1
post_drt_via_cell_ratio: 5.33
fp_util_pct: 41.1
yosysChipArea_mm2: 0.00521
endpoint: "result[23]"
clock_path_buffers: 2
rrSetupSlack_ns: 9.56
cp-start-kind: "input pin"
htreeDepth: 3
most_common_cell: "nand2_1"
tns_ns: 0
ys.flop_type: "dfrtp_1"
critical_path_class: "input pin to register"
drcViolationCount: 0
top_area_share_pct: 32.6
place.gp.congestion: 0.882
cts_made_buffers: 9
min_path_type: "register to register"
synth_flops: 69
top_logic_kind: "AND-OR/OR-AND gates"
grt_max_degree: 67
fin_area_mm2: 0.00661
grt_pass1_wl_mm: 23.8
die_area_mm2: 0.0135
cts.hold.buffers_added: 0
synthAoiAreaFrac_pct: 28.5
clock-root-buffer: "clkbuf_16"
ys_sh_mux_pct: 0.192
worstReg2RegEnd: "result[23]"
reg2reg_depth: 12
cts_tree: "built"
synth-edff-count: 0
rsz0062_at_grt: "no"
synth-simple-area-share_pct: 19.4
power.leakage_nw: 2.84
cp-end-kind: "register"
die_height_um: 116
vias: 4947
synth_cells: 671
antenna_found_initial: 0
fin_skew_ns: 0.00447
power_density_mw_per_mm2: 257
yosys_warnings: 2
rows: 41
port_buffers: 99
async_reset_ff_share_pct: 100
worstPathArrival_ns: 5.45
period_used_pct: 39.1
slew_violations: 0
cp-startpoint: "start"
placed_cell_area_mm2: 0.00627
clock_sinks: 69
antenna_cells: 0
ys_cells: 671
crit_fanout: 66
pin_count: 100
area_leaders: "dfrtp_1, ha_1, nand2_1"
syn_area_mm2: 0.00521
drive_above_1_share_pct: 5.82
dp_hpwl_mm: 10.2
grt_util_all_layers_pct: 23.1
required_ns: 13.61
ctsResizeCount: 0
top_cells_by_count: "nand2_1, nor2_1, dfrtp_1, o21ai_0, a21oi_1"
core_mm2: 0.0127
hold_violations: 0
grt-ovfl-total: 0
yosys.area_share.xor_xnor_pct: 3.86
synthToLayoutAreaGrowth_pct: 26.8
drt.antenna.violating_nets: 0
wl_per_cell_um: 15.6
slew_headroom_pct: 49.8
period_minus_slack_ns: 5.24
comb_area_mm2: 0.00313
num-fill-cells: 1205
drt_iter0_markers: 305
firstDrtPassIters: 4
clk_latency_ns: 0.34
die_w_um: 116
irDropWorstVdd_v: 0.000104
totalWireLength_mm: 14.4
-- metrics by stage --
stage,std cells,util (%),worst slack (ns),power [mW]
2_1_floorplan,671,-,9.45,1.12
3_3_place_gp,912,49.5,7.86,1.41
3_5_place_dp,912,49.5,7.77,1.42
4_1_cts,928,52.2,8.16,1.71
5_1_grt,928,52.2,7.83,1.87
6_report,928,52.2,8.16,1.70
-- worst min-delay path by stage --
stage,from,slack (ns),cells after the start,end
CTS,gcd_ctrl_0.ps[2],0.44,1,gcd_ctrl_0.ps[1]
global route,gcd_ctrl_0.ps[2],0.46,1,gcd_ctrl_0.ps[1]
finish,gcd_ctrl_0.ps[2],0.44,1,gcd_ctrl_0.ps[1]
-- sequential cells by signal, summed over array words and instances (netlist names) --
register,count
register_b,32
gcd_ctrl_0.ps,4
result,32
done,1
-- layout by cell type, fill, tap and decap left out, types with 2 or more instances in the layout --
cell type,count
o21ai_1,13
a21oi_1,64
a221oi_1,2
nor2b_1,4
nor4_1,3
nand2b_1,7
xnor2_1,14
inv_1,42
a21o_1,15
a21oi_2,4
o31a_1,2
clkdlybuf4s50_1,97
nand2_1,95
dfrtp_1,68
nor3_1,9
o31ai_1,15
clkbuf_8,4
bufinv_16,2
o21a_1,6
o21ai_0,65
ha_1,32
o211ai_1,5
nand4_1,9
o22ai_1,4
nand3_1,5
buf_2,2
xor2_1,9
a211oi_1,17
clkbuf_16,9
nor2_1,85
buf_4,7
o2bb2ai_1,3
a31oi_1,6
-- worst max-delay path, stage by stage --
cell,delay (ns)
buf_2,0.57
inv_2,0.04
buf_4,0.30
o2bb2ai_2,0.20
nor2_1,0.13
and2_4,0.40
buf_4,0.58
nor2_1,0.13
a221oi_1,0.26
o21ai_0,0.10
-- layer usage --
layer | GRT usage, % | share of wire, % | vias up
met5 | 0 | 0 | -
met4 | 4.62 | 2.2 | 0
met3 | 3.38 | 4.5 | 24
met2 | 34.5 | 43 | 128
met1 | 36.6 | 50 | 2271
li1 | - | - | 2524
-- where the power goes --
part | leakage (nW) | internal, mW | switching [mW]
logic | 1.84 | 0.484 | 0.580
registers | 0.832 | 0.287 | 0.0747
clock network | 0.172 | 0.183 | 0.0933
-- cells by family (layout without fill, tap and decap cells) --
group | count (synthesis) | count (layout)
xor+xnor | 23 | 23
compound gates | 237 | 237
fa+ha+maj | 33 | 33
buf+inv | 80 | 165
mux | 1 | 1
flops | 69 | 69
simple gates | 228 | 228
-- layout make-up --
type                       instances  area share [%]
multi-input combinational        522            47.3
sequential                        69            26.1
timing repair buffer             106            15.6
clock buffer                      13            4.24
tap                              172            3.26
inverter                          43            2.44
clock inverter                     3           0.984
Power figures rest on the tool's default switching activity, not on a simulated workload.
