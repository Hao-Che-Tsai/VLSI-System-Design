`./config.mk`:
```
export PLATFORM = sky130hd
export DESIGN_NAME = controller
export DESIGN_NICKNAME = controller
export VERILOG_FILES = /design/flow/design.v
export SDC_FILE = /design/flow/constraint.sdc
export NUM_CORES = 4
export LEC_CHECK = 1
export CORE_AREA = 10 10 72 72
export DIE_AREA = 0 0 82 82
```
`./constraint.sdc`:
```
current_design controller

set clk_period 2.9
set clk_io_pct 0.2

create_clock -name clk0 -period $clk_period [get_ports {clk}]

set non_clock_inputs [all_inputs -no_clocks]
set_input_delay [expr $clk_period * $clk_io_pct] -clock clk0 $non_clock_inputs
set_output_delay [expr $clk_period * $clk_io_pct] -clock clk0 [all_outputs]
```
`./design.v`:
```
module controller(
  input logic [2:0] req,
  input logic [2:0] done,
  output logic [1:0] mstate,
  output logic [1:0] accmodule,
  input reset, clk
	);
enum logic [3:0]{
   IDLE = 4'b1000,
   M1   = 4'b0001,
   M2   = 4'b0010,
   M3   = 4'b0100
  } controller_ns, controller_ps;
parameter MONE =0;
parameter MTWO =1;
parameter MTHREE =2;
parameter MIDLE =3;
reg [1:0] count; 
logic interrupt = 'b0;
logic [1:0] alt = 2'b10; 
always_ff @(posedge clk, posedge reset)
  if (reset) controller_ps <= IDLE;
  else     controller_ps <= controller_ns;
always_ff @(posedge clk)
    case (controller_ns)
      M1: begin     
        if (interrupt && req[0] == 1) count <= 'b1; 
        else if (count == 'b1)     count <= count + 'b1;  
        else             count <= 'b0;
      end
      M2: begin
        if (req[1]) count <= 'b1;
        else      count <= count + 'b1;
      end
      M3: begin
        if (req[2]) count <= 'b1;
        else      count <= count + 'b1;
      end
      default:  count <= 'b0;
    endcase
always_ff @(posedge clk)
  if (req == 3'b110) begin
    if (alt == M2) alt <= M3; 
    else       alt <= M2; 
end
always_comb begin
    interrupt = 'b0;
  unique case (controller_ps)
      IDLE: begin
        mstate = 2'b00;
		accmodule = 2'b00;
        casez (req) 
          3'b??1:       controller_ns = M1;
          3'b010:       controller_ns = M2;
          3'b100:       controller_ns = M3;
          3'b110: begin
            if (alt == M2)  controller_ns = M2;
            else      controller_ns = M3;
          end
          default:      controller_ns = IDLE;
        endcase        
      end
      M1: begin
        mstate = 2'b01;
		accmodule = 2'b01;
        if (done[0]) begin
          unique case (req)
            3'b000:       controller_ns = IDLE; 
            3'b010:       controller_ns = M2; 
            3'b100:       controller_ns = M3; 
            3'b110: begin
              if (alt == M2)  controller_ns = M2;
              else        controller_ns = M3;
            end
          endcase          
        end 
        else if (count == 2) begin
          controller_ns = IDLE;
        end
        else          controller_ns = M1;
      end
      M2: begin
        mstate = 2'b10;
		accmodule = 2'b10;
        if (done[1] && (req == 'b0)) controller_ns = IDLE; 
        else if (req[0]) begin
          controller_ns = M1;
          interrupt = 1;
        end
        else if (count == 2) begin
          if (req[2])       controller_ns = M3; 
          else          controller_ns = IDLE;
        end
        else          controller_ns = M2;
      end
      M3: begin
        mstate = 2'b11;
		accmodule = 2'b11;
        if (done[2] && req == 'b0) controller_ns = IDLE; 
        else if (req[0]) begin
          controller_ns = M1;
          interrupt = 1;
        end
        else if (count == 2) begin
          if (req[1])     controller_ns = M2; 
          else          controller_ns = IDLE;
        end
        else          controller_ns = M3;
      end
    endcase
  end
endmodule
```
`./run.sh`:
```
#!/bin/bash
# OpenROAD 26Q1-2900-gdf79404cd8, Yosys 0.63+post, stock flow scripts
make -C /OpenROAD-flow-scripts/flow DESIGN_CONFIG=/design/flow/config.mk WORK_HOME=/design/flow/orfs finish
```
==> results_dict.tcl <==
# implementation run metrics
set metrics [dict create \
    run_status "complete, no violations" \
    p_leak_nw 0.2862 \
    post_drt_wl_per_cell_um 11.31 \
    tritoncts "done" \
    openroad.warnings 27 \
    num_vias 567 \
    reg2reg_slack_ns 0.76 \
    finClkSkew_ns 0.001689 \
    cts.root.buffer_cell "clkbuf_8" \
    drive_above_1_share 0.1139 \
    postSynthCellCount 67 \
    cts_hold_repair.buffers 0 \
    cp-end-kind "flop" \
    finish.instance_area_sq_um 763.2 \
    rsz0062_at_grt "no" \
    drt.antenna.violating_nets 0 \
    post-place-ws_ns 0.3398 \
    part_of_the_cycle_the_worst_path_needs 0.8073 \
    post_dp_hpwl_um 1110 \
    worst_slew_margin_rel 0.6657 \
    tightest_slew_ns 0.4962 \
    vias_per_cell 4.465 \
    p_seq_frac 0.392 \
    achievable-frequency_ghz 0.4271 \
    post-route-worst-setup-slack_ns 0.5588 \
    first_global_vias 546 \
    crit_start "req[1]" \
    drt_first_pass_iters 4 \
    synthArstFlopShare 0.5714 \
    flow.area_growth_from_synthesis_pct 34.36 \
    core_area_sq_mm 0.003689 \
    edf_count 1 \
    syn_avg_cell_area_sq_um 8.478 \
    synth.area.top_cells "dfrtp_1 13%, dfxtp_1 7.0%, ha_1 6.6%" \
    cts_inserted_buffers 3 \
    synth-seq-area-share 0.3018 \
    yosysWarnings 1 \
    synthDominantCellAreaShare 0.1322 \
    ctsResizeCount 0 \
    h-tree-depth 1 \
    synth_top_flop_cell "dfrtp_1" \
    finalHoldViolations 0 \
    clk_latency_ns 0.22 \
    grt_overflow_total 0 \
    power_mw 0.2564 \
    reg2reg_from "count[0]$_DFF_P_" \
    chip_area_sq_mm 0.006724 \
    drc_violation_count_after_routing 0 \
    worst_setup_path_start_kind "primary input" \
    syn-cell-area_sq_um 568.0 \
    crit_arrival_ns 2.50 \
    report.final.slew_viol_count 0 \
    p_int_mw 0.2061 \
    report.final.setup_viol 0 \
    numSynthFlops 7 \
    placement.cell_area_sq_um 718.2 \
    post-synth-top-area-cell "dfrtp_1" \
    synthDistinctLibCells 37 \
    grt_resource_usage_total 0.04529 \
    max-cap-violations 0 \
    synth-cells-yosys 67 \
    power-per-cell-area_mw_per_mm2 335.9 \
    num_antenna_cells 0 \
    finalCoreUtilization 0.2069 \
    initial_utilization 0.1540 \
    clkPwrFrac 0.518 \
    die_w_um 82 \
    irDropWorstVdd_v 0.00007327 \
    cts_setup_buffers 0 \
    clkSlewWorstSetupHoldPaths_ns 0.04 \
    final.setup.tns_ns 0 \
    ys_top_cells_by_count "8 x inv_1, 5 x nor2_1, 4 x a21oi_1" \
    hold_path.class "primary input to async pin" \
    data_required_time_at_the_worst_endpoint_ns 3.06 \
    core.rowCount 22 \
    finalWirelength_um 1437 \
    yosys-stat-area_sq_um 568.0 \
    die_h_um 82 \
    clkSinkCount 7 \
    gp_congestion 0.9157 \
    reported_net_switching_power_mw 0.05029 \
    reg2regPathDepth 7 \
    setup.worst_path.class "primary input to flop" \
    r2r-end "count[1]$_DFF_P_" \
    synth_top_cell_by_count "inv_1" \
    grt_antenna_before_repair 0 \
    clock_tree.buffer_depth 2 \
    post-route-min-period_ns 2.341 \
    power.combinational.fraction 0.090 \
    first_pass_grt_wire_length_um 2477 \
    number_of_top_level_pins 12 \
    crit_fanout 10 \
    switching_share 0.1961 \
    grt_start_max_net_pins 11 \
    drtIter0Drc 168 \
    io_buffer_count 11 \
]
==> worst max-delay path by stage <==
stage | end | slack, ns | cells after the start
4_1_cts | count[1]$_DFF_P_ | 0.57 | 6
6_report | count[1]$_DFF_P_ | 0.56 | 6
5_1_grt | count[0]$_DFF_P_ | 0.44 | 6
==> critical path, stage by stage <==
cell and delay (ns):
clkdlybuf4s50_1 0.66, nand2b_1 0.12, a311o_1 0.29, a2111o_1 0.40, a211o_1 0.31, a21oi_2 0.13
==> sequential cells by signal, indices dropped and copies added, names as in the netlist <==
signal / flops
alt: 1
count: 2
controller_ps: 4
==> kinds of logic after synthesis <==
kind of cell               after synthesis  synth area share
and+or+nand+nor                         21            0.1983
muxes                                    2           0.03744
buffers and inverters                   11           0.08809
adders and majority gates                3           0.06609
AOI/OAI and AO/OA                       23            0.3084
DFF                                      7            0.3018
==> power groups by stage <==
stage	clock network, mW	logic, mW	registers, mW
CTS	0.138	0.0229	0.100
global route	0.145	0.0251	0.100
finish	0.133	0.0232	0.100
==> cell usage in the layout (no fill, tap or decap), types with 3 or more instances in the layout <==
cell,instances
a211oi_1,3
a21oi_1,4
clkbuf_8,3
clkdlybuf4s50_1,11
dfrtp_1,3
ha_1,3
inv_1,8
nand2_1,3
nand2b_1,3
nor2_1,5
or2_2,3
==> metal layers <==
metal / share of wire / GRT usage / up-vias
met5: 0 / 0 / -
met4: 0.0090 / 0.01020 / 0
met3: 0.11 / 0.02203 / 2
met2: 0.40 / 0.06426 / 26
met1: 0.48 / 0.06077 / 264
li1: - / - / 275
==> metrics by stage <==
step	std cells	hold WS (ns)
2_1_floorplan	67	0.3454
3_3_place_gp	123	0.5879
3_5_place_dp	123	0.5997
4_1_cts	127	0.5411
5_1_grt	127	0.5611
6_report	127	0.5362
==> final cells by class <==
type | instances | area [sq um]
Tap cell | 48 | 60.06
Timing Repair Buffer | 11 | 110.1
Sequential cell | 7 | 171.4
Inverter | 8 | 30.03
Fill cell | 414 | 2925
Clock buffer | 4 | 45.04
Multi-Input combinational cell | 49 | 346.6
No activity file was given, so power comes from the tool's default toggle rates.
